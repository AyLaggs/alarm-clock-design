<file path="flow/design.v">
module dflip
  #(parameter int size = 1 )  
   (
    input  logic [size-1:0] d,
    input  logic            clk,
    input  logic            rst,
    input  logic            en,
    output logic [size-1:0] q
    );
   logic [511:0]            rst_val ;      
   assign    rst_val     = 512'd0 ;
   always_ff @ (posedge clk) begin
      priority case ( 1'b1 )
        (~rst):  q[size-1:0]  <=  rst_val[size-1:0] ;   
        ( en):   q[size-1:0]  <=        d[size-1:0] ;   
        default: q[size-1:0]  <=        q[size-1:0] ;   
      endcase
   end
endmodule  
module lab1_b( input logic [3:0] a, output logic [6:0] zout);
always_comb begin
	unique case (a)
	4'b0000 : zout = 7'b1000000;
	4'b0001 : zout = 7'b1111001;
	4'b0010 : zout = 7'b0100100;
	4'b0011 : zout = 7'b0110000;
	4'b0100 : zout = 7'b0011001;
	4'b0101 : zout = 7'b0010010;
	4'b0110 : zout = 7'b0000010;
	4'b0111 : zout = 7'b1111000;
	4'b1000 : zout = 7'b0000000;
	4'b1001 : zout = 7'b0010000;
	4'b1010 : zout = 7'b0001000;
	4'b1011 : zout = 7'b0000011;
	4'b1100 : zout = 7'b1000110;
	4'b1101 : zout = 7'b0100001;
	4'b1110 : zout = 7'b0000110;
	4'b1111 : zout = 7'b0001110;
	endcase
end
endmodule
module lab3
	(
			input logic clk, 
			input logic rst, 
			input logic SW0,
			input logic SW1,
			input logic SW2,
			input logic SW4,
			input logic KEY0, 
			input logic KEY2,
			input logic KEY3,
			output logic LED7,
			output logic LED9,                                                
			output logic [6:0] HEX0, 
			output logic [6:0] HEX1,
			output logic [6:0] HEX2, 
			output logic [6:0] HEX3	);
logic [27-1:0] S1;  
logic [3:0] S2;  
logic [3:0] S3;  
logic [3:0] S4;  
logic [3:0] S5;  
logic [4:0] SA;  
logic [3:0] A2;  
logic [3:0] A3;  
logic [3:0] A4;  
logic [3:0] A5;  
logic [4:0] AA;  
logic [3:0] B2;  
logic [3:0] B3;  
logic [3:0] B4;  
logic [3:0] B5;  
logic [3:0] H2;  
logic [3:0] H3;  
logic [3:0] H4;  
logic [3:0] H5;  
logic T1;  
logic TC1;  
logic TC2;  
logic TC3;  
logic L1;  
logic L2;  
logic L3;  
logic new_clk;  
logic tens_clk;  
logic hour_clk;  
logic tens_clk_AL;
logic AL;  
logic LD;  
logic AL_old;  
lab_counter #(100000000) one_meg (.inc(1'b1), 
											 .dec(1'b0), 
											 .clk, 
											 .rst(1'b1), 
											 .cnt(S1));
assign T1 = (((S1 == 27'd0) || (S1 == 27'd24000000) || (S1 == 27'd49000000) || (S1 == 27'd74000000)) ? 1'b1 : 1'b0);  
assign new_clk = SW4 ? T1 : ((S1 == 27'd0) || (S1 == 27'd49000000));	
assign TC1 = (SW1 && !SW2) ? ( !(KEY2) && new_clk ) : (new_clk);	
lab_counter #(10) ones (.dec(1'b0), 
								.inc( TC1 ), 
								.clk(clk), 
								.rst(SW0), 
								.cnt(S2));
assign TC2 = (SW1 && !SW2) ? ( !(KEY2) && tens_clk && new_clk ) : ( tens_clk && new_clk );  
assign tens_clk = (S2 == 4'd9);  
lab_counter #(6) tens ( .dec(1'b0), 
								.inc( TC2 ), 
								.clk(clk), 
								.rst(SW0), 
								.cnt(S3));
assign TC3 = (SW1 && !SW2) ? ( !(KEY3) && new_clk ) : ( new_clk && hour_clk && tens_clk );	
assign hour_clk = ((S3 == 3'd5) && (S2 == 4'd9));  
lab_counter #(24) hour (.dec( 1'b0 ), 
								.inc( TC3 ), 
								.clk(clk), 
								.rst(SW0), 
								.cnt(SA));
assign S4 = SA % 10;  
assign S5 = ( (SA - S4) / 10 );
assign L1 = ( !(KEY2) && new_clk );  
lab_counter #(10) ones_AL (.dec(1'b0), 
									.inc( L1 ), 
									.clk(clk), 
									.rst(SW0), 
									.cnt(A2));
assign tens_clk_AL = (A2 == 4'd9);  
assign L2 = ( !(KEY2) && tens_clk_AL && new_clk );  
lab_counter #(6) tens_AL ( .dec(1'b0), 
									.inc( L2 ), 
									.clk(clk), 
									.rst(SW0), 
									.cnt(A3));
assign L3 = ( !(KEY3) && new_clk );  
lab_counter #(24) hour_AL (.dec( 1'b0 ), 
									.inc( L3 ), 
									.clk(clk), 
									.rst(SW0), 
									.cnt(AA));
assign A4 = AA % 10;  
assign A5 = ( (AA - A4) / 10 );
assign {B2,B3,B4,B5} = !(KEY0) ? '0 : {A2,A3,A4,A5};	
assign {H2,H3,H4,H5} = (SW2 && !SW1) ? {B2,B3,B4,B5} : {S2,S3,S4,S5};	
lab1_b hex_ones(H2, HEX0);
lab1_b hex_tens(H3, HEX1);
lab1_b hex_hunds(H4, HEX2);
lab1_b hex_thsns(H5, HEX3);
assign AL_old = ( ( B2 == S2 ) && ( B3 == S3 ) && ( B4 == S4 ) && ( B5 == S5 ) );
assign LED9 = ( (S1 < 25000000) || (S1 > 50000000 && S1 < 75000000) );  
dflip #(1) ff1 ( .d(AL_old), .clk(clk), .rst(SW0), .en(!(KEY0) || (AL_old)), .q(AL));
assign LED7 = AL ? LED9 : '0;	
endmodule
module lab_counter
  #(
    parameter int m=13,   
    parameter int b=$clog2(m)   
    )
   (
    input  logic         inc,
    input  logic         dec,
    input  logic         clk,
    input  logic         rst,
    output logic [b-1:0] cnt
    );
logic [b-1:0] next;
logic C1;
logic C2;
logic I1;
logic I2;
logic D1;
logic D2;
dflip #(b) ff1 ( .d(next), .clk(clk), .rst(rst), .en(1'b1), .q(cnt));
assign C1 = (inc && !dec);
assign C2 = (dec && !inc);
assign I1 = (C1 && cnt != (m-1));
assign I2 = (C1 && cnt == (m-1));
assign D1 = (C2 && cnt != 'd0);
assign D2 = (C2 && cnt == 'd0);
always_comb begin
        unique case (1'b1)
                I1 : next = cnt + 1'd1;
                D1 : next = cnt - 1'd1;
                I2 : next = 'd0;
                D2 : next = (m-1);
                default     : next = cnt;
        endcase
end
endmodule
</file>
<file path="flow/run.sh">
#!/bin/bash
# OpenROAD 26Q1-2900-gdf79404cd8, Yosys 0.63+post, stock flow scripts
make -C /OpenROAD-flow-scripts/flow DESIGN_CONFIG=/design/flow/config.mk WORK_HOME=/design/flow/orfs finish
</file>
<file path="flow/config.mk">
export PLATFORM = sky130hd
export DESIGN_NAME = lab3
export DESIGN_NICKNAME = lab3
export VERILOG_FILES = /design/flow/design.v
export SDC_FILE = /design/flow/constraint.sdc
export NUM_CORES = 4
export LEC_CHECK = 1
export CORE_UTILIZATION = 40
</file>
<file path="flow/constraint.sdc">
current_design lab3

set clk_period 5.1
set clk_io_pct 0.2

create_clock -name clk0 -period $clk_period [get_ports {clk}]

set non_clock_inputs [all_inputs -no_clocks]
set_input_delay [expr $clk_period * $clk_io_pct] -clock clk0 $non_clock_inputs
set_output_delay [expr $clk_period * $clk_io_pct] -clock clk0 [all_outputs]
</file>
==> flow_metrics.env <==
# implementation run metrics
export IMPL_status="finished, violations left"
export IMPL_violations="negative setup slack"
export IMPL_stdcell_area_um2=7450
export IMPL_path_buffers=6
export IMPL_drt_initial_drc_count=367
export IMPL_startpoint="hour.ff1.q[3]"
export IMPL_cap_violations=0
export IMPL_synth_cell_types=74
export IMPL_fmax_ghz=0.167
export IMPL_clock_latency_late_pin_ns=0.29
export IMPL_die_h_um=118
export IMPL_cp_arrival_ns=4.98
export IMPL_warning_count=66
export IMPL_crit_path_start_kind="flop"
export IMPL_syn_avg_cell_area_um2=7.35
export IMPL_track_usage=0.199
export IMPL_synth_area_um2=5380
export IMPL_r2r_worst_path_cells=24
export IMPL_critPathMaxStageDelay_ns=0.35
export IMPL_min_from="one_meg.ff1.q[4]"
export IMPL_floorplanUtilization=0.408
export IMPL_finalClockPeriodUsage=1.18
export IMPL_drtAntennaViolNets=0
export IMPL_edf_count=0
export IMPL_p_comb_frac=0.104
export IMPL_coreArea_um2=13200
export IMPL_power_share_sequential=0.475
export IMPL_ios=39
export IMPL_antenna_cells=0
export IMPL_common_cells="79 x nand2_1, 71 x nor2_1, 55 x ha_1"
export IMPL_placed_area_um2=6780
export IMPL_totalWireLength_um=13500
export IMPL_top_area_frac=0.193
export IMPL_cp_required_ns=4.08
export IMPL_vias=5521
export IMPL_ys_cells=732
export IMPL_max_slew_margin=0.624
export IMPL_synth_warnings=12
export IMPL_slowest_stage="maj3_2"
export IMPL_cp_end_kind="output pin"
export IMPL_portBuffers=37
export IMPL_tns_ns=-8.90
export IMPL_antenna_found_initial=0
export IMPL_grt_max_degree=27
export IMPL_cts_root_buf="clkbuf_16"
export IMPL_ys_chip_area_um2=5380
export IMPL_finalPower_w=0.000855
export IMPL_clkTransAtPathRegs_ns=0.07
export IMPL_largest_area_cell="dfxtp_1"
export IMPL_tritoncts="done"
export IMPL_ctsHtreeMaxLevel=2
export IMPL_grt_overflow_total=0
export IMPL_crit_path_frequent_cell="ha_4"
export IMPL_hp_class="flop to flop"
export IMPL_drt_vias_per_instance=5.23
export IMPL_r2r_end="ff1.q"
export IMPL_dieArea_um2=13900
export IMPL_std_cell_rows=42
export IMPL_worst_pin_slew_ns=0.561
export IMPL_power_switching_w=0.000191
export IMPL_drive_gt1_frac=0.267
export IMPL_min_path_cells=1
export IMPL_power_per_cell_area_nw_per_um2=115
export IMPL_fin_skew_ns=0.00731
export IMPL_drt_wirelength_per_cell_um=12.8
export IMPL_ys_ff=52
export IMPL_hold_violations=0
export IMPL_fill_cells=1130
export IMPL_synth_main_ff_cell="dfxtp_1"
export IMPL_yosysSeqAreaShare=0.193
export IMPL_ir_worst_vdd_mv=0.175
export IMPL_rsz0062_at_grt="true"
export IMPL_cellLeakagePower_nw=3.11
export IMPL_area_leaders="dfxtp_1 19%, ha_1 13%, nand2_1 5.5%"
export IMPL_crit_type="flop to output pin"
export IMPL_fin_ws_ns=-0.899
export IMPL_die_x_um=118
export IMPL_reg2reg_slack_ns=0.85
export IMPL_setup_viol=14
export IMPL_grt_pass1_vias=4935
export IMPL_grt_pass1_wl_um=23200
export IMPL_cts_buffers=5
export IMPL_dpl_hpwl_um=9930
export IMPL_swShare=0.224
export IMPL_reg2reg_from="hour.ff1.q[3]"
export IMPL_async_flop_share=0
export IMPL_area_delta_synth_final_pct=38.5
export IMPL_pwr_share_clk=0.420
export IMPL_gp_congestion=0.916
export IMPL_clockBufferDepth=2
export IMPL_period_minus_slack_ns=6.00
export IMPL_clock_sinks=52
export IMPL_critPathMaxFanout=4
export IMPL_crit_family="AND-OR/OR-AND gates"
export IMPL_internal_power_w=0.000663
export IMPL_yosysMostFrequentCell="nand2_1"
export IMPL_worstHoldEndpoint="one_meg.ff1.q[4]"
export IMPL_firstDrtPassIters=6
export IMPL_syn_inst=732
export IMPL_timing_hold_ws_ns=0.493
export IMPL_post_place_ws_ns=-0.907
export IMPL_route_detailed_drc=0
export IMPL_drv_slew=0
-- what timing repair did --
item,CTS,global route
buffers inserted,29,9
setup endpoints to repair,7,14
gates resized,63,24
pin swaps,37,29
gates cloned,1,0
hold buffers,0,0
hold endpoints to repair,0,0
-- how the worst max path moves through the flow --
stage / cells after the start / slack, ns / to
after CTS: 26 / -0.82 / HEX3[0]
after global routing: 26 / -1.13 / HEX3[0]
final: 26 / -0.90 / HEX3[0]
-- cell usage in the layout, fill, tap and decap left out, drive strengths merged, types with 12 or more instances in the layout --
cell type / synthesis / layout
nor3: 18 / 18
nand2: 79 / 79
and2: 13 / 13
nand2b: 15 / 15
dfxtp: 52 / 52
a21boi: 18 / 18
mux2i: 12 / 12
nor2: 71 / 71
nor2b: 15 / 15
a21oi: 32 / 32
o21ai: 51 / 51
inv: 40 / 40
nand3: 28 / 28
a31oi: 12 / 12
clkdlybuf4s50: 0 / 25
xnor2: 24 / 24
nand4: 12 / 12
buf: 10 / 143
ha: 55 / 55
xor2: 16 / 16
-- power by group through the flow --
| stage | sequential, W | clock (W) | combinational (W) |
|---|---|---|---|
| 6_report | 0.000406 | 0.000359 | 0.0000893 |
| 5_1_grt | 0.000406 | 0.000386 | 0.0000975 |
| 4_1_cts | 0.000406 | 0.000370 | 0.0000831 |
-- area by class of cell --
cell class,count,area [um^2],area share
clock inverters,1,5.00,0.000672
inverters,40,153,0.0205
well taps,176,220,0.0296
flip-flops and latches,52,1050,0.141
multi-input cells,606,4460,0.599
clock buffers,7,154,0.0207
repair buffers,173,1400,0.188
-- state kept, by name (all words and copies together) (netlist names) --
signal,count
tens.ff1.q,3
ff1.q,1
one_meg.ff1.q,27
ones_AL.ff1.q,4
ones.ff1.q,4
tens_AL.ff1.q,3
hour_AL.ff1.q,5
hour.ff1.q,5
-- worst reg2reg max path: stages, from the launching register on --
cell and delay (ns):
dfxtp_2 0.33, nor2_4 0.11, inv_2 0.05, ha_4 0.25, nand2b_4 0.11, o21ai_4 0.07
buf_12 0.13, o2bb2ai_2 0.11, a221oi_2 0.28, ha_1 0.29, o21a_1 0.22, o31ai_4 0.06
and2_4 0.19, inv_4 0.05, ha_4 0.26, inv_2 0.04, maj3_2 0.35, nand2_4 0.11
xnor2_4 0.16, a31oi_4 0.15, a221oi_2 0.34, buf_4 0.16, buf_4 0.10, xnor2_1 0.12
o21ai_1 0.10
-- routing by layer --
layer	GRT usage	wire (um)
met3	0.0163	464
met2	0.306	5830
met4	0.0136	76
met5	0	0
met1	0.319	7120
-- through the flow --
step,cells,utilization
6_report,1055,0.565
2_1_floorplan,734,-
3_5_place_dp,1010,0.514
3_3_place_gp,1010,0.514
4_1_cts,1046,0.552
5_1_grt,1055,0.565
-- cells by family after synthesis --
logic type               count (synthesis)  share of synthesized area
AND-OR/OR-AND                          179                      0.221
XOR/XNOR                                42                     0.0735
other                                    1                   0.000697
multiplexers                            13                     0.0244
adder cells (fa/ha/maj)                 58                      0.133
AND/OR/NAND/NOR                        311                      0.295
buffers and inverters                   76                     0.0577
flip-flops                              52                      0.193
Power figures rest on the tool's default switching activity, not on a simulated workload.
